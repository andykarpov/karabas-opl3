[flow/config.mk]
export PLATFORM = sky130hd
export DESIGN_NAME = karabas_opl3
export DESIGN_NICKNAME = karabas_opl3
export VERILOG_FILES = /design/flow/design.v
export SDC_FILE = /design/flow/constraint.sdc
export NUM_CORES = 4
export LEC_CHECK = 1
export CORE_UTILIZATION = 50
[flow/run.sh]
#!/bin/bash
# OpenROAD 26Q1-2900-gdf79404cd8, Yosys 0.63+post, stock flow scripts
make -C /OpenROAD-flow-scripts/flow DESIGN_CONFIG=/design/flow/config.mk WORK_HOME=/design/flow/orfs finish
[flow/constraint.sdc]
current_design karabas_opl3

set clk_period 5.4
set clk_io_pct 0.2

create_clock -name clk0 -period $clk_period [get_ports {clk28}]

set non_clock_inputs [all_inputs -no_clocks]
set_input_delay [expr $clk_period * $clk_io_pct] -clock clk0 $non_clock_inputs
set_output_delay [expr $clk_period * $clk_io_pct] -clock clk0 [all_outputs]
[flow/design.v]
`default_nettype none
module karabas_opl3(
    input wire            clk28,
    input wire [4:0]      cfg,
    input wire            n_rst,
    input wire [9:0]      a,
    input wire            n_iorq,
    input wire            n_m1,
    output wire           n_iorqge,
    output wire           n_ym_cs,
    output wire [1:0]     ym_a,
    output wire           clk14,
    input wire [1:0]      ym_smp,
    input wire            ym_data,
    input wire            ym_dclk,
    output wire           dac_bck,
    output wire           dac_lrck,
    output wire           dac_dat,
    output wire           dac_std,
    output wire [1:0]     led
);
wire allow_clk_divide = cfg[0];  
wire allow_lsb = 1'b0;  
wire allow_led0 = 1'b1;  
wire allow_led1 = 1'b1;  
wire allow_invert_iorqe = 1'b0;  
reg clk_div = 0;
always @(posedge clk28) begin
    clk_div <= ~clk_div;
end
assign clk14 = (allow_clk_divide) ? clk_div : clk28;
wire port_cs = a[7:2] == 6'b110001;
assign n_ym_cs = ~(n_m1 & ~n_iorq & port_cs);
assign n_iorqge = (allow_invert_iorqe) ? n_m1 & port_cs : ~(n_m1 & port_cs);
assign ym_a[1:0] = a[1:0];
reg [2:0] ym_dclk_r = 0;
wire ym_dclk_strobe, ym_dclk_strobe_n;
always @(posedge clk14)
begin
    ym_dclk_r <= {ym_dclk_r[1:0], ym_dclk};
end
assign ym_dclk_strobe = (ym_dclk_r[2:1] == 2'b01) ? 1'b1 : 1'b0;  
assign ym_dclk_strobe_n = (ym_dclk_r[2:1] == 2'b10) ? 1'b1 : 1'b0;  
reg [1:0] prev_smp;
reg [15:0] data, serial;
reg [1:0] latch;
always @(posedge clk14) begin
  if (ym_dclk_strobe) begin
     latch <= 2'b00;
     prev_smp <= ym_smp;
     serial <= {ym_data, serial[15:1]};
     if (prev_smp[0] & ~ym_smp[0])  
     begin
        data <= serial;  
        latch[1] <= 1;
     end
     else if (prev_smp[1] & ~ym_smp[1])  
     begin
        data <= serial;  
        latch[0] <= 1;
     end
  end
end
reg i2s_lrck;
reg [17:0] i2s_data;  
reg [1:0] i2s_data_out = 2'b00;
always @(posedge clk14) begin
  if (ym_dclk_strobe) begin
    if (latch[0]) begin
        i2s_data <= {data, 2'b00};
        i2s_lrck <= 1'b0;
    end
    else if (latch[1]) begin
        i2s_data <= {data, 2'b00};
        i2s_lrck <= 1'b1;
    end
    else begin
        i2s_data <= {i2s_data[16:0], 1'b0};  
    end
    i2s_data_out <= {i2s_data_out[0], i2s_data[17]};  
  end
end
reg i2s_clk;
always @(posedge clk14) begin
    if (ym_dclk_strobe) i2s_clk <= 0;
    if (ym_dclk_strobe_n) i2s_clk <= 1;
end
assign dac_bck  = i2s_clk;
assign dac_lrck = i2s_lrck;
assign dac_dat  = i2s_data_out[1];
assign dac_std  = allow_lsb;  
assign led[0]   = (allow_led0) ? ~allow_clk_divide : 1'b1;
assign led[1]   = (allow_led1) ? allow_lsb : 1'b1;
endmodule
==> tab_implementation.tex <==
% Implementation results table
\begin{tabular}{lr}
\hline
Metric & Value \\
\hline
\multicolumn{2}{l}{\textbf{Status}} \\
Result of the run & complete, no violations \\
\multicolumn{2}{l}{\textbf{Placed design}} \\
Global placement routability congestion & 0.715 \\
Port Buffers & 20 \\
HPWL reported at the end of detailed placement & 1460 um \\
\multicolumn{2}{l}{\textbf{Floorplan}} \\
Core area & 4000 sq um \\
Number of top-level pins & 34 \\
Die Y & 66.7 um \\
Die width & 66.7 um \\
Starting density of the core & 52.3\% \\
Die area & 4450 sq um \\
Row count & 23 \\
\multicolumn{2}{l}{\textbf{Synth}} \\
Largest cells by area & sky130\_fd\_sc\_hd\_\_edfxtp\_1 (79\%), sky130\_fd\_sc\_hd\_\_mux2\_2 (8.6\%), sky130\_fd\_sc\_hd\_\_dfxtp\_1 (4.8\%) \\
Cell count listed in synth\_stat.txt & 101 \\
Count of distinct cell types in the synthesized netlist & 16 \\
Dominant cell type by area after synthesis & sky130\_fd\_sc\_hd\_\_edfxtp\_1 \\
Mapped cell area & 2090 sq um \\
Yosys synthesis chip area & 2090 sq um \\
Synth Seq Share & 83.7\% \\
Flip-flop and latch count after synthesis & 60 \\
Synthesis warning total & 1 \\
Area share of the largest cell type after synthesis & 78.9\% \\
Cell count after synthesis & 101 \\
Per-instance average area after synthesis & 20.7 sq um \\
\multicolumn{2}{l}{\textbf{GRT}} \\
Pin count of the biggest net entering global routing & 21 \\
Overall routing resource usage & 17.7\% \\
Wire length of the first global-routing pass & 4810 um \\
Final global-route overflow total & 0 \\
Initial antenna violation count & 0 \\
Via count of the first global-routing pass & 1091 \\
\multicolumn{2}{l}{\textbf{Timing}} \\
Remaining max-slew budget at the tightest pin & 51.7\% \\
Final Hold Fails & 0 \\
Unrepaired setup endpoints after global routing & false \\
Final setup viols & 0 \\
Tightest hold margin & 324 ps \\
Number of pins exceeding their max-slew limit in the final report & 0 \\
Final clock skew & 4.58 ps \\
Total negative slack & 0 ps \\
Actual transition at the worst max-transition pin & 723 ps \\
\multicolumn{2}{l}{\textbf{Detailed routing}} \\
Post-Route WL & 2920 um \\
Post-DR wirelength/cell & 14.8 um \\
Detailed-route vias per instance & 5.02 \\
Total vias in the final route & 988 \\
Post-route DRC violation count & 0 \\
ANT nets after route & 0 \\
Antenna diode count & 0 \\
Initial drt markers & 37 \\
Detailed-routing iteration count for the pre-antenna-repair pass & 4 \\
\multicolumn{2}{l}{\textbf{Power}} \\
Pwr per Cell Area & 280 nW/um\^{}2 \\
Max rail drop VDD & 0.000253 V \\
Leakage power & 0.941 nW \\
\multicolumn{2}{l}{\textbf{Layout}} \\
Highest-count cells in the layout ignoring fill and taps & sky130\_fd\_sc\_hd\_\_edfxtp\_1 (55), sky130\_fd\_sc\_hd\_\_clkbuf\_8 (22), sky130\_fd\_sc\_hd\_\_clkdlybuf4s50\_1 (20), sky130\_fd\_sc\_hd\_\_mux2\_2 (16), sky130\_fd\_sc\_hd\_\_inv\_1 (6) \\
Fraction of layout cells with a size suffix above 1 & 29.9\% \\
Most used logic cell in the final layout & sky130\_fd\_sc\_hd\_\_edfxtp\_1 \\
Area growth from synthesis to layout & 28.2\% \\
Count of filler cells inserted in the layout & 257 \\
\multicolumn{2}{l}{\textbf{Worst setup path}} \\
Critical Path Source Type & clock port \\
Highest net fanout along the worst path & 2 \\
R2r endpoint & serial[15] \\
Beginning of the worst register-to-register path & ym\_dclk\_r[2] \\
Last element of the critical path & clk14 \\
Worst setup EP type & output pin \\
Critical Path RT & 4320 ps \\
Crit Path Class & clock port to output pin \\
Crit. Startpoint & clk28 \\
Slack of the worst reg-to-reg path & 3630 ps \\
Data arrival time of the critical path & 3880 ps \\
Depth of the worst register-to-register path & 3 \\
\multicolumn{2}{l}{\textbf{Flow run}} \\
Max\_cap viols & 0 \\
Number of warnings in the stage logs & 33 \\
\multicolumn{2}{l}{\textbf{Hold path}} \\
Worst min-delay path class & flip-flop to flip-flop \\
Hold Crit Start & ym\_dclk\_r[0] \\
\multicolumn{2}{l}{\textbf{Clock network}} \\
Number of buffers inserted by post-CTS setup repair & 0 \\
Clock latency on the worst-skew pair & 860 ps \\
Gates resized, CTS repair & 0 \\
Count of hold buffers inserted by post-cts repair & 0 \\
Post-CTS clock slew at the launch and capture registers of the worst setup and hold paths & 50 ps \\
Clock tree from TritonCTS & done \\
\hline
\end{tabular}
## logic make-up (layout without fill, tap and decap cells)
family                   count (synthesis)  count (layout)  synth area share (%)
multiplexers                            16              16                  8.61
AND/OR/NAND/NOR                         11              11                  3.53
other                                    1               2                 0.179
AND-OR/OR-AND                            1               1                 0.239
buffers and inverters                   11              56                  3.23
flip-flops                              60              60                  83.7
adder cells (fa/ha/maj)                  1               1                 0.478
## cells in the mapped netlist
master	instances
sky130_fd_sc_hd__a21oi_1	1
sky130_fd_sc_hd__and2b_2	1
sky130_fd_sc_hd__buf_4	4
sky130_fd_sc_hd__buf_8	1
sky130_fd_sc_hd__conb_1	1
sky130_fd_sc_hd__dfxtp_1	5
sky130_fd_sc_hd__edfxtp_1	55
sky130_fd_sc_hd__inv_1	6
sky130_fd_sc_hd__maj3_1	1
sky130_fd_sc_hd__mux2_2	16
sky130_fd_sc_hd__nand2b_1	3
sky130_fd_sc_hd__nand4_1	2
sky130_fd_sc_hd__nor2_1	2
sky130_fd_sc_hd__nor2_4	1
sky130_fd_sc_hd__nor2b_1	1
sky130_fd_sc_hd__nor4b_1	1
## worst max-delay path, cell delays in order
cell and delay (ps):
sky130_fd_sc_hd__clkbuf_8 110, sky130_fd_sc_hd__clkbuf_8 120, sky130_fd_sc_hd__mux2_2 300, sky130_fd_sc_hd__clkbuf_8 150, sky130_fd_sc_hd__clkbuf_8 120, sky130_fd_sc_hd__clkdlybuf4s50_1 390
## layout make-up
cell class	instances	area [sq um]	share of cell area [%]
tap	50	62.6	2.33
inverter	6	22.5	0.840
clock inverter	4	42.5	1.59
clock buffer	25	320	11.9
sequential	60	1750	65.3
timing repair buffer	21	205	7.65
multi-input combinational	31	277	10.3
## registers in the layout, summed over array words and instances (netlist names)
| register | cells |
|---|---|
| i2s_clk | 1 |
| clk_div | 1 |
| serial | 16 |
| ym_dclk_r | 3 |
| i2s_data_out | 2 |
| i2s_lrck | 1 |
| data | 16 |
| latch | 2 |
| prev_smp | 2 |
| i2s_data | 16 |
## report_power, final
group | internal (W) | switching, W | total, W
Clock | 0.000299 | 0.000121 | 0.000420
Sequential | 0.000292 | 0.00000539 | 0.000298
Combinational | 0.0000194 | 0.0000148 | 0.0000343
Total | 0.000611 | 0.000141 | 0.000752
## worst min path at each step
| stage | to | slack, ps | cells after the start |
|---|---|---|---|
| 5_1_grt | ym_dclk_r[1] | 340 | 0 |
| 4_1_cts | ym_dclk_r[1] | 330 | 0 |
| 6_report | ym_dclk_r[1] | 320 | 0 |
## per-layer routing
metal	wire length, um	track usage (%)	part of all wire [%]	vias up
li1	-	-	-	459
met1	1230	28.8	42	454
met2	1190	19.3	41	60
met3	348	13.0	12	15
met4	143	9.04	4.9	0
met5	0	0	0	-
## stage by stage
| step | total power (W) | util [%] | area [sq um] | instances | setup WS, ps |
|---|---|---|---|---|---|
| final | 0.000752 | 67.0 | 2680 | 197 | 438 |
| after detailed placement | 0.000382 | 58.2 | 2330 | 169 | 678 |
| after CTS | 0.000765 | 67.0 | 2680 | 197 | 413 |
| after floorplan | 0.000358 | - | 2100 | 102 | 1160 |
| after global placement | 0.000381 | 58.2 | 2330 | 169 | 678 |
| after global routing | 0.000793 | 67.0 | 2680 | 197 | 382 |
Power figures rest on the tool's default switching activity, not on a simulated workload.
